**flow/config.mk**
```make
export PLATFORM = sky130hd
export DESIGN_NAME = alu
export DESIGN_NICKNAME = alu
export VERILOG_FILES = /design/flow/design.v
export SDC_FILE = /design/flow/constraint.sdc
export NUM_CORES = 4
export LEC_CHECK = 1
export CORE_UTILIZATION = 30
```
**flow/constraint.sdc**
```tcl
current_design alu

set clk_period 4.6
set clk_io_pct 0.2

create_clock -name clk0 -period $clk_period [get_ports {i_clk}]

set non_clock_inputs [all_inputs -no_clocks]
set_input_delay [expr $clk_period * $clk_io_pct] -clock clk0 $non_clock_inputs
set_output_delay [expr $clk_period * $clk_io_pct] -clock clk0 [all_outputs]
```
**flow/design.v**
```verilog
`timescale 1ns / 1ps
module alu
#(
  parameter NB_OP        =   6,
  parameter NB_IN        =   8,
  parameter NB_OUT       =   8,
  parameter NB_IN_ENABLE =   3
)
(
  input                             i_clk,
  input   [NB_IN_ENABLE - 1 : 0]    i_enable,
  input   [NB_IN - 1 : 0]           i_switch,
  output  [NB_OUT - 1 : 0]          o_led,
  output                            o_carry_bit
);
  localparam ADD        =   6'b100000;  
  localparam SUB        =   6'b100010;  
  localparam AND        =   6'b100100;  
  localparam OR         =   6'b100101;  
  localparam XOR        =   6'b100110;  
  localparam SRA        =   6'b000011;  
  localparam SRL        =   6'b000010;  
  localparam NOR        =   6'b100111;  
  reg [NB_IN - 1 : 0]       data_a;
  reg [NB_IN - 1 : 0]       data_b;
  reg [NB_OP - 1 : 0]       op_code;
  reg [NB_OUT : 0]          result;  
  assign o_led          =   result;  
  assign o_carry_bit    =   result[NB_OUT];
  always@(posedge i_clk) begin:r_alu
    data_a  = i_enable[0] == 1 ? i_switch : data_a;
    data_b  = i_enable[1] == 1 ? i_switch : data_b;
    op_code = i_enable[2] == 1 ? i_switch : op_code;
    case(op_code)
      ADD:
        result = data_a + data_b;
      SUB:
        result = data_a - data_b;
      AND:
        result = data_a & data_b;
      OR:
        result = data_a | data_b;
      XOR:
        result = data_a ^ data_b;
      SRA:
        result = data_a >>> data_b;
      SRL:
        result = data_a >> data_b;
      NOR:
        result = ~(data_a | data_b);
      default:
        result = {NB_OUT{1'b0}};
    endcase
  end
 endmodule
```
**flow/run.sh**
```bash
#!/bin/bash
# OpenROAD 26Q1-2900-gdf79404cd8, Yosys 0.63+post, stock flow scripts
make -C /OpenROAD-flow-scripts/flow DESIGN_CONFIG=/design/flow/config.mk WORK_HOME=/design/flow/orfs finish
```
==> reports/qor.yml <==
critical_path:
  start_kind: "input pin"
  arrival_ns: 4.30
  crit_top_cell: "a21oi_1"
  worst_ep_required_time_ns: 4.74
  slowest_stage: "clkdlybuf4s50_1"
  critPathCaptureType: "flip-flop"
  worstPathCellList: "clkdlybuf4s50_1, nor4b_2, o211a_1, nand2_1, nor2_1, a21oi_1, fa_1, a21oi_1, o211ai_1, o41ai_1, mux2i_1, o22ai_1"
  r2r_cells: 11
  path_class: "input pin to flip-flop"
  worst-path-max-fanout: 10
  max_stage_delay_ns: 0.78
drt:
  vias_per_cell: 5.11
  first_iter_violations: 139
  drt-total-wl_mm: 6.11
  wl_per_cell_um: 15.6
  drt-pass1-iter-count: 4
  num_vias: 2003
  antenna_cells: 0
  route.detailed.drc: 0
  ant_nets: 0
synth:
  ys_area_sq_um: 2400
  ys_cells: 262
  synth_cell_type_count: 55
  yosys_warnings: 1
  avgSynthCellArea_sq_um: 9.18
  synth_flops: 31
  async_flop_share_pct: 0
  synthCells: 262
  synth_top_flop_cell: "dfxtp_1"
  synth-seq-area-share_pct: 25.8
  synthesis.area_sq_um: 2400
  synth-edff-count: 0
clock_tree:
  postCtsSetupRepairBufs: 0
  cts_tree: "built"
  cts_buffer_depth: 2
  htreeDepth: 2
  clockRootBuffer: "clkbuf_8"
  clkTransAtPathRegs_ns: 0.07
  postCtsHoldBufs: 0
  cts_sinks: 31
  insertion_delay_ns: 0.28
  cts_made_buffers: 5
  ctsResizeCount: 0
sta:
  hold_ws_ns: 0.558
  min_period_ns: 4.16
  slew_viol_final: 0
  finalClockPeriodUsage_pct: 90.4
  rsz0062_at_grt: "false"
  fin_skew_ns: 0.00254
  tns_ns: 0
  tightest_slew_ns: 0.728
  setup_viol: 0
  max_freq_mhz: 240
  finalHoldViolCount: 0
  relSlewSlack_pct: 51.2
global_routing:
  grt_first_pass_wirelength_mm: 10.2
  overflow: 0
  grt_pass1_vias: 1948
  grtUsageTotal_pct: 15.7
  grt_max_degree: 18
  antenna_found_initial: 0
floorplanning:
  dieArea_sq_um: 8380
  ios: 21
  fp.dieW_um: 91.5
  die_h_um: 91.5
  rows: 32
  core_sq_um: 7730
  fp-utilization_pct: 31.1
place:
  dp_cells: 384
  place_congestion: 0.939
  dpl.hpwl_mm: 4.58
  io_buffer_count: 20
min_path:
  holdPathStages: 2
  hold_path_class: "flip-flop to flip-flop"
power:
  p_sw_mw: 0.302
  power-per-cell-area_nw_per_um2: 319
  switching_share_pct: 32.9
  p_seq_share_pct: 33.4
  irDropWorstVdd_v: 0.000126
  p_clk_share_pct: 30.7
  internal_power_mw: 0.615
  combinationalPowerShare_pct: 35.9
  p_leak_nw: 1.17
  total_power_mw: 0.917
final_layout:
  drive_gt1_share_pct: 15.9
  final.fill_count: 783
  layout.cells.non_filler: 392
  regArea_sq_um: 621
  syn_to_final_growth_pct: 19.6
  logic_area_sq_um: 1640
outcome:
  outcome: "complete, no violations"
job:
  maxCapViolCount: 0
  log.warning_count: 34
## logic make-up after synthesis
| logic type | count (synthesis) | share of synthesized area [%] |
|---|---|---|
| fa+ha+maj | 26 | 13.8 |
| flops | 31 | 25.8 |
| mux | 28 | 14.0 |
| compound gates | 61 | 18.7 |
| simple gates | 67 | 15.0 |
| buf+inv | 31 | 6.03 |
| xor+xnor | 18 | 6.56 |
## cell type report
class | count | share of cell area [%]
Tap cell | 102 | 4.44
Timing Repair Buffer | 31 | 10.3
Multi-Input combinational cell | 200 | 57.0
Clock buffer | 6 | 2.87
Clock inverter | 2 | 1.22
Inverter | 20 | 2.61
Sequential cell | 31 | 21.6
## metrics by stage
step | instance area, sq um | setup WS, ns | util, %
floorplan | 2400 | 0.999 | -
global placement | 2760 | 0.279 | 35.7
detailed placement | 2760 | 0.198 | 35.7
CTS | 2880 | 0.482 | 37.2
global route | 2880 | 0.138 | 37.2
finish | 2880 | 0.440 | 37.2
## cell usage in the layout, fill, tap and decap left out, types with 3 or more instances in the layout
cell and instances:
mux2i_4 3, xnor2_1 15, nand2_1 19, xor2_1 3
dfxtp_1 31, o221ai_1 5, o21a_1 4, mux2i_2 3
mux2_2 7, o31ai_1 4, a21oi_1 9, a22oi_1 4
ha_1 25, buf_4 10, nor3b_1 3, clkdlybuf4s50_1 20
mux2i_1 15, inv_2 6, inv_1 14, nand3_1 13
o211ai_1 9, clkbuf_8 6, nor2_1 13, nor3_1 8
o21ai_0 5, a211oi_1 5
## worst paths after layout
kind	end	slack [ns]	start
setup / recovery	result[8]$_DFF_P_	0.44	i_enable[2]
hold / removal	data_b[3]$_DFF_P_	0.56	data_b[3]$_DFF_P_
hold reg to reg	data_b[3]$_DFF_P_	0.56	data_b[3]$_DFF_P_
setup reg to reg	result[8]$_DFF_P_	1.60	op_code[2]$_DFF_P_
## sequential cells by signal (all words and copies together) (netlist names)
signal   flops
data_b       8
op_code      6
result       9
data_a       8
## critical path: cells and delay by family
kind	cells	cell delay, ns
simple gates	3	0.71
compound gates	6	1.20
fa+ha+maj	1	0.45
buf+inv	1	0.78
mux	1	0.24
## power groups by stage
stage	Clock, mW	Sequential, mW	Combinational, mW
5_1_grt	0.300	0.310	0.368
4_1_cts	0.288	0.306	0.329
6_report	0.281	0.306	0.330
## synth_stat cells, types with 4 or more instances
master,instances,area share [%]
a211oi_1,5,1.6
a21oi_1,9,1.9
a22oi_1,4,1.2
buf_2,5,1.0
dfxtp_1,31,26
ha_1,25,13
inv_1,14,2.2
inv_2,6,0.94
mux2_2,7,3.3
mux2i_1,15,6.2
nand2_1,19,3.0
nand3_1,13,2.7
nor2_1,13,2.0
nor3_1,8,1.7
o211ai_1,9,2.8
o21a_1,4,1.2
o21ai_0,5,1.0
o221ai_1,5,1.8
o31ai_1,4,1.2
xnor2_1,15,5.5
## metal layers
metal / wire (um) / vias up / track usage, %
met5: 0 / - / 0
met4: 55 / 0 / 1.98
met3: 416 / 4 / 2.98
met2: 2560 / 58 / 22.6
met1: 3080 / 932 / 25.1
li1: - / 1009 / -
Power figures rest on the tool's default switching activity, not on a simulated workload.
